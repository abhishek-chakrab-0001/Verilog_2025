$ cat flow/run.sh
#!/bin/bash
# OpenROAD 26Q1-2900-gdf79404cd8, Yosys 0.63+post, stock flow scripts
make -C /OpenROAD-flow-scripts/flow DESIGN_CONFIG=/design/flow/config.mk WORK_HOME=/design/flow/orfs finish
$ cat flow/config.mk
export PLATFORM = sky130hd
export DESIGN_NAME = arbiter
export DESIGN_NICKNAME = arbiter
export VERILOG_FILES = /design/flow/design.v
export SDC_FILE = /design/flow/constraint.sdc
export NUM_CORES = 4
export LEC_CHECK = 1
export CORE_AREA = 10 10 70 70
export DIE_AREA = 0 0 80 80
$ cat flow/constraint.sdc
current_design arbiter

set clk_period 1.2
set clk_io_pct 0.2

create_clock -name clk0 -period $clk_period [get_ports {clk}]

set non_clock_inputs [all_inputs -no_clocks]
set_input_delay [expr $clk_period * $clk_io_pct] -clock clk0 $non_clock_inputs
set_output_delay [expr $clk_period * $clk_io_pct] -clock clk0 [all_outputs]
$ cat flow/design.v
module arbiter(clk,rst,req,grant);
   input clk;
   input rst;
   input [1:0] req;
   output reg [1:0] grant;
   parameter idle = 0;
   parameter s_01 = 1;
   parameter s_10 = 2;
   parameter s_00 = 3;
   reg [1:0] state , nstate;
   always @(posedge clk) begin
       if(rst) state <= idle;
       else state <= nstate;
   end
   always @(state) begin
       case(state) 
           idle : grant = 2'b00;
           s_01 : begin
               if(req == 2'b00) grant = 2'b01;
               else if (req == 2'b10) grant = 2'b10;
               else if((req == 2'b11) || (req == 2'b11)) grant = 2'b00;
           end
           s_10 : begin
               if(req == 2'b00) grant = 2'b10;
               else if (req == 2'b01) grant = 2'b01;
               else if((req == 2'b11) || (req == 2'b11)) grant = 2'b00;
           end
           s_00 : begin
               if((req == 2'b00) || (req == 2'b11)) grant = 2'b00;
               else if (req == 2'b01) grant = 2'b01;
               else if (req == 2'b10) grant = 2'b10;
           end
           default : grant = 2'b00;
       endcase
   end
   always @(state,req) begin
       case(state)
           idle : nstate = s_01;
           s_01 : begin
               if(req == 2'b10) nstate = s_10;
               else if (req == 2'b00) nstate = s_01;
               else nstate = s_00;
           end
           s_10 : begin
               if(req == 2'b01) nstate = s_01;
               else if (req == 2'b00) nstate = s_10;
               else nstate = s_00;
           end
           s_00 : begin
               if(req == 2'b01) nstate = s_01;
               else if (req == 2'b10) nstate = s_10;
               else nstate = s_00;
           end
       endcase
   end
endmodule
==> impl_metrics.yaml <==
# synthesis and place-and-route metrics
status:
  outcome: "complete, no violations"
die:
  row_count: 21
  ios: 6
  fp.dieW_microns: 80
  die-area_sq_um: 6400
  core_area_sq_um: 3420
  die_h_microns: 80
  fp_util_pct: 8.72
worst_setup_path:
  r2r_end: "state[3]$_DFF_P_"
  cp.required_ps: 1360
  worstSetupPathType: "in2reg"
  worstSetupEndpointType: "flip-flop"
  crit-reg2reg-launch: "state[1]$_DFF_P_"
  arrival_ps: 1320
  r2r_cells: 2
  worstPathMaxFanout: 4
  start_kind: "input port"
  r2r_slack_ps: 200
finish:
  drive_gt1_share_pct: 32.7
  area_growth_pct: 65.5
clocking:
  postCtsHoldBufs: 0
  clock.latency.late_pin_ps: 230
  cts-root-buf: "clkbuf_4"
  cts_tree: "built"
  clock_path_buffers: 2
  htree_levels: 1
  numCtsBuffers: 3
  cts.clk_slew.worst_paths_ps: 40
sta:
  tightestPinTransition_ps: 203
  fin_skew_ps: 1.20
  tns_ps: 0
  setup_viol: 0
  rsz0062_at_grt: "false"
  hold_violations: 0
  untimed_endpoints: 4
  max_freq_ghz: 0.861
  unclocked_pins: 2
  finalCritPeriodShare_pct: 96.8
  finalMaxSlewViolations: 0
  slew_headroom_pct: 86.4
  setup_slack_ps: 38.5
  fin_crit_ps: 1160
yosys:
  yosys-stat-cells: 33
  ys_ff: 6
  synth.distinct_cells: 12
  synth-edff-count: 0
  syn_inst: 33
  topCellsByArea: "dfxtp_1 27%, ha_1 21%, dlxtn_1 10%"
  yosysTopAreaCell: "dfxtp_1"
  async_reset_ff_share_pct: 0
  synthTopCellsByCount: "5 x ha_1, 5 x nand2_1, 4 x dfxtp_1, 4 x nand3b_1"
  ff_type: "dfxtp_1"
  yosysWarnings: 1
  syn_area_sq_um: 298
  synth.top_cell.area_share_pct: 26.9
  avgSynthCellArea_sq_um: 9.02
  ys_chip_area_sq_um: 298
routing:
  drtIter0Drc: 2
  wl_per_cell_microns: 7.91
  vias: 293
  remaining_drc_errors: 0
  antenna_cells: 0
  drt_wl_total_microns: 751
  firstDrtPassIters: 6
  ant_nets: 0
  vias_per_cell: 3.08
grt:
  grt_first_pass_wirelength_microns: 1320
  track_usage_pct: 2.48
  grt_max_degree: 7
  grt_overflow: 0
  antenna_found_initial: 0
  grt_pass1_vias: 314
hold_path:
  min_from: "state[0]$_DFF_P_"
  min_path_cells: 2
  hold_path_class: "reg2reg"
  whs_endpoint: "state[2]$_DFF_P_"
power_and_ir_drop:
  ir_worst_vdd_v: 0.000271
  p_per_area_nw_per_um2: 773
  p_leak_nw: 0.203
placement:
  dpl_worst_slack_ps: -421
  port_buffers: 5
  place.gp.congestion: 0.741
  dp_hpwl_microns: 561
run:
  maxCapViolCount: 0
  warnings: 30
-- metrics by stage --
stage | cell area, sq um | util (%) | total power (W) | cells | hold slack (ps)
2_1_floorplan | 298 | - | 0.000176 | 33 | 268
3_3_place_gp | 465 | 13.6 | 0.000214 | 92 | 438
3_5_place_dp | 465 | 13.6 | 0.000217 | 92 | 441
4_1_cts | 490 | 14.4 | 0.000387 | 95 | 449
5_1_grt | 493 | 14.4 | 0.000411 | 95 | 485
6_report | 493 | 14.4 | 0.000381 | 95 | 447
-- metal layers --
| layer | wire (microns) | GRT usage [%] | vias to the layer above |
|---|---|---|---|
| met5 | 0 | 0 | - |
| met4 | 31 | 1.41 | 0 |
| met3 | 26 | 0.568 | 4 |
| met2 | 403 | 4.49 | 8 |
| met1 | 289 | 2.53 | 133 |
| li1 | - | - | 148 |
-- repair_timing --
action,CTS,global route
setup buffers,0,0
pin swaps,1,0
gates resized,6,1
endpoints found under the setup margin,3,1
-- worst max-delay path: stages --
cell,delay (ps)
dlygate4sd2_1,250
buf_4,140
ha_2,190
or3b_1,350
a31oi_1,160
-- power by group --
| group | internal, W | total [W] | switching [W] |
|---|---|---|---|
| combinational | 0.0000370 | 0.0000644 | 0.0000273 |
| sequential | 0.000143 | 0.000151 | 0.00000790 |
| clock | 0.000112 | 0.000166 | 0.0000540 |
| total | 0.000292 | 0.000381 | 0.0000892 |
-- cells in the final DEF, fill, tap and decap left out --
master           instances
ha_1                     2
buf_4                    8
clkbuf_4                 3
nand3b_1                 4
a21oi_1                  1
dlxtn_1                  2
nand2_1                  5
ha_2                     3
or3b_1                   2
a31oi_1                  2
dfxtp_1                  4
inv_2                    2
o31ai_1                  1
o21ai_0                  3
clkdlybuf4s50_1          3
dlygate4sd2_1            2
a22oi_1                  1
inv_1                    1
-- worst max path at each step --
stage / from / end / slack, ps / depth (start not counted)
after CTS: req[1] / state[3]$_DFF_P_ / 30 / 5
after global routing: req[0] / state[3]$_DFF_P_ / 9 / 5
final: req[0] / state[3]$_DFF_P_ / 40 / 5
-- layout make-up --
cell class / count / area [sq um]
clock buffer: 3 / 22.5
timing repair buffer: 13 / 108
multi-input combinational: 24 / 184
sequential: 6 / 110
tap: 46 / 57.6
fill: 401 / 2920
inverter: 3 / 11.3
-- sequential cells by signal (all words and copies together) (netlist names) --
name and count:
grant 2, state 4
-- logic make-up (layout without fill, tap and decap cells) --
logic type,after synthesis,in the layout,share of synthesized area [%]
flops,4,4,26.9
latches,2,2,10.1
buf+inv,3,19,3.78
simple gates,11,11,22.3
compound gates,8,8,16.0
fa+ha+maj,5,5,21.0
Power and IR drop assume default switching activity.
